==> design.v <==
`timescale 1ns / 1ps
module regist
(
    input CLK,
    input RST,
    input [1:0] read_op1, 
    input [1:0] read_op2,
    input [4:0] read_addr1, 
    input [4:0] read_addr2,
    input write_op,
    input [4:0] write_addr,
    input [31:0] write_data,
    output reg [31:0] read_data1, 
    output reg [31:0] read_data2
);
    reg [31:0] reg_val[31:0];
    integer i;
    always @(posedge CLK or posedge RST) begin
        if (RST) begin
            for (i = 0; i < 32; i = i + 1) begin
                reg_val[i] <= 32'h00000000;
            end
        end else begin
            if (write_op && write_addr != 5'b00000) begin
                reg_val[write_addr] <= write_data;
            end
        end
    end
    always @(*) begin
        if (RST) begin
            read_data1 <= 32'h00000000;
        end else begin
            if (read_op1 != 2'b00) begin
                if (write_op && write_addr == read_addr1 && write_addr != 5'b00000) begin
                    read_data1 <= write_data;
                end else begin
                    read_data1 <= reg_val[read_addr1];
                end
            end else begin
                read_data1 <= 32'h00000000;
            end
        end
    end
    always @(*) begin
        if (RST) begin
            read_data2 <= 32'h00000000;
        end else begin
            if (read_op2 != 2'b00) begin
                if (write_op && write_addr == read_addr2 && write_addr != 5'b00000) begin
                    read_data2 <= write_data;
                end else begin
                    read_data2 <= reg_val[read_addr2];
                end
            end else begin
                read_data2 <= 32'h00000000;
            end
        end
    end
endmodule
==> run.sh <==
#!/bin/bash
# OpenROAD 26Q1-2900-gdf79404cd8, Yosys 0.63+post, stock flow scripts
make -C /OpenROAD-flow-scripts/flow DESIGN_CONFIG=/design/flow/config.mk WORK_HOME=/design/flow/orfs finish
==> config.mk <==
export PLATFORM = sky130hd
export DESIGN_NAME = regist
export DESIGN_NICKNAME = regist
export VERILOG_FILES = /design/flow/design.v
export SDC_FILE = /design/flow/constraint.sdc
export NUM_CORES = 4
export LEC_CHECK = 1
export CORE_UTILIZATION = 40
==> constraint.sdc <==
current_design regist

set clk_period 4.8
set clk_io_pct 0.2

create_clock -name clk0 -period $clk_period [get_ports {CLK}]

set non_clock_inputs [all_inputs -no_clocks]
set_input_delay [expr $clk_period * $clk_io_pct] -clock clk0 $non_clock_inputs
set_output_delay [expr $clk_period * $clk_io_pct] -clock clk0 [all_outputs]
==> git commit body <==
Record implementation results from latest flow run

- Area growth from synthesis to final layout: 22.2%
- Largest cells by area after synthesis: sky130_fd_sc_hd__dfrtp_1 48%, sky130_fd_sc_hd__mux2_2 21%, sky130_fd_sc_hd__a22oi_1 8.6%
* Standby leakage power: 29.1 nW
- Largest delay share family, worst path: buffers and inverters
- In this run the remaining antenna-violating nets after routing total 0.
* Log Warnings: 35
- Startpoint-to-endpoint class of the critical path: in -> out
* Number of flip-flops in the largest register: 1,024
* Clock Skews: 0 ns
- Max-slew headroom at the worst pin: 0.384
* Crit path DRT: 3.84 ns
- The script extracted a net switching power of 7.61 mW.
- The first global-routing pass estimated 420,000 um of wire.
- The largest registers in the layout are reg_val (1024).
- Pre-Repair DR Iteration Count: 8
- Final max-slew violation count: 0
- Number of warnings issued by yosys: 2
- For this block, the routed nets add up to 312,000 um of wire.
- Fraction of power consumed by the clock network: 0.375
* Most frequently placed logic cells in the final layout: 1,024 x sky130_fd_sc_hd__dfrtp_1, 970 x sky130_fd_sc_hd__mux2_2, 613 x sky130_fd_sc_hd__a22oi_1
- DP Cell Count: 6,559
- Maxcap violations: 0
- The wire-length estimate of the detail-placed layout is 200,000 um.
* Cell type with the largest total area: sky130_fd_sc_hd__dfrtp_1
- Looking at the max-slew report, the worst-margin pin has a slew of 0.911 ns.
* Vias per cell: 7.20
- The number of clock buffers added by TritonCTS is 115.
- Register with the most flip-flops: reg_val
- Routability-driven placement finished with a final weighted congestion of 1.07.
* Number of enable-type register cells in the synthesized netlist: 0
* Cell variety after synth: 72
- TritonCTS built the clock tree.
* Cell count after synthesis: 4,672
* Quantity of hold-fixing buffers added after cts: 0
* Total power: 25.4 mW
- Number of failing hold endpoints at the final stage: 0
* Commonest flop: sky130_fd_sc_hd__dfrtp_1
- For this configuration, the core starts out at a cell density of 0.404.
- The total overflow left after global routing is 0.
- Entering global routing, the biggest net connects 119 pins.
* Core Rows: 133
* Synthesized area divided by synthesized cell count: 11.4 sq um
- Worst endpoint data arrival time: 3.87 ns
* Most Frequent Cell on Critical Path: sky130_fd_sc_hd__buf_4
- The placement report lists the number of port buffers as 117.
- Looking at the VDD voltage map, the peak drop is 0.234 mV.
- Final Setup Violations: 3
- In the final layout, the share of cells above drive strength 1 is 0.381.
* Average wire length per cell after detail routing: 45.8 um
* Top cell excl fill/tap: sky130_fd_sc_hd__dfrtp_1
* R2r worst-path depth: 1
* Pwr Density: 390 nW/um^2
- Hold_ws: 0.392 ns
- STA on the placed design reports a worst setup slack of -0.194 ns.
* Die width: 367 um
* Core region area: 132,000 sq um
- Area of the synthesized netlist per yosys stat: 53,300 sq um
- Static timing analysis puts the maximum clock frequency at 207 MHz.
- The area fraction of the largest cell type after synthesis is 0.481.
* Kind of start point of the critical path: input pin
- Sequential cell fraction of total power: 0.473
- Counting both buffers and inverters, the worst setup path holds a total of 6.
* Asr flop ratio synth: 1.00
* Period utilisation layout: 1.01
- The largest individual stage delay along the critical path comes from the cell sky130_fd_sc_hd__clkdlybuf4s50_1.
* Depth of the critical timing path with buffers and inverters included: 12
* Die height: 367 um
- Synth flops: 1,024
- In the CTS report, the clock slew at the register clock pins of the worst setup and hold paths is listed as 0.06 ns.
- Number of placed I/O pins: 118
- Note that the worst hold path type here is reg -> reg.
* Slowest cell delay on critical path: 0.41 ns
- The synth_stat.txt file lists the number of cells as 4,672.
- P_int: 17.8 mW
* Switching power share of the total: 0.300
- The number of antenna violations at the first check in global routing is 31.
- Violated checks: negative setup slack
* Root buffer cell: sky130_fd_sc_hd__clkbuf_16
- In the post-route analysis, the smallest setup slack over all paths is -0.0280 ns.
- The number of global-route vias before repair is 47,849.
- The routed layout has 48,996 vias.
- Clock net sink count: 1,024
* Power share of the combinational group: 0.153
- First-iteration detailed-routing DRC count: 5,926
* RSZ-0062 raised after global routing: false
* Number of non-filler instances in the completed layout: 6,808
- Post-layout minimum cycle time: 4.83 ns
- Total GRT Usage: 0.479
- CTS Buffer Depth: 3
- Worst hold path stage count: 0
- Highest net fanout along the worst path: 27
* Combined area of all synthesized cells: 53,300 sq um
- In this run the number of H-tree levels came out at 3.
- Full die area: 135,000 sq um
- Post-detailed-route DRC marker count: 0
- The layout has 11,738 filler cells.
* Sequential fraction of the synthesis area: 0.481
* Series of cell instances along the critical path: buf_2 -> buf_12 -> buf_4 -> or3_1 -> a21oi_1 -> buf_4 -> a21oi_1 -> nand4_1 -> nor4_2 -> buf_4 -> o21ai_1 -> clkdlybuf4s50_1
- Element type at the critical path end: output port
- At the later pin of the worst-skew pair, clock insertion delay measures 0.76 ns.
- The flow ran to the end, but the final reports show violations.
-- Yosys cell counts (28+ instances only) --
cell / n
sky130_fd_sc_hd__a2111oi_0: 126
sky130_fd_sc_hd__a21oi_1: 43
sky130_fd_sc_hd__a22oi_1: 613
sky130_fd_sc_hd__and3_1: 393
sky130_fd_sc_hd__buf_1: 37
sky130_fd_sc_hd__buf_2: 144
sky130_fd_sc_hd__clkbuf_1: 293
sky130_fd_sc_hd__dfrtp_1: 1024
sky130_fd_sc_hd__mux2_2: 970
sky130_fd_sc_hd__mux2_4: 30
sky130_fd_sc_hd__nand2_1: 139
sky130_fd_sc_hd__nand3_1: 116
sky130_fd_sc_hd__nand4_1: 138
sky130_fd_sc_hd__nor2_1: 79
sky130_fd_sc_hd__nor3_1: 28
sky130_fd_sc_hd__nor4_1: 65
sky130_fd_sc_hd__o21ai_0: 78
sky130_fd_sc_hd__o21ai_1: 57
-- timing repair --
item,CTS,global route
endpoints found under the setup margin,19,47
endpoints found under the hold margin,0,0
pin swaps,1,3
setup buffers,5,4
resized,27,55
-- logic make-up after synthesis --
kind of cell              share of synthesized area
buffers and inverters                        0.0425
and+or+nand+nor                               0.119
AOI/OAI and AO/OA                             0.139
muxes                                         0.216
DFF                                           0.481
xor gates and xnor gates                    0.00164
-- power by group through the flow --
stage                 Combinational (mW)  Clock (mW)  Sequential (mW)
final                               3.87        9.50             12.0
after global routing                4.07        9.87             12.1
after CTS                           3.77        9.55             11.9
-- metrics by stage --
step | instance area (sq um) | utilization | setup TNS, ns
6_report | 65100 | 0.494 | -0.0315
5_1_grt | 65000 | 0.493 | 0
4_1_cts | 64800 | 0.491 | 0
3_5_place_dp | 60600 | 0.460 | -0.973
3_3_place_gp | 60600 | 0.460 | -1.79
2_1_floorplan | 53300 | - | -
-- layer usage --
layer | part of all wire | track usage | up-vias
li1 | - | - | 18531
met5 | 0.0013 | 0.0160 | -
met1 | 0.36 | 0.635 | 24877
met4 | 0.073 | 0.253 | 36
met3 | 0.16 | 0.280 | 1284
met2 | 0.40 | 0.622 | 4268
-- final timing paths --
path	end	startpoint	slack [ns]
setup / recovery	read_data2[7]	read_addr2[4]	-0.03
hold / removal	reg_val[0][26]	reg_val[0][26]	0.39
setup reg to reg	reg_val[21][30]	reg_val[21][30]	3.81
hold reg to reg	reg_val[0][26]	reg_val[0][26]	0.39
max in group asynchronous	reg_val[20][8]	RST	1.16
min in group asynchronous	reg_val[31][11]	RST	1.07
-- layout make-up --
type,instances,area (sq um),share of cell area
well taps,1755,2200,0.0337
clock buffers,150,3170,0.0487
inverters,8,33.8,0.000519
diodes,26,65.1,0.00100
clock inverters,64,822,0.0126
flip-flops and latches,1024,25600,0.394
repair buffers,646,6840,0.105
multi-input cells,3135,26300,0.404
Power and IR drop assume default switching activity.
