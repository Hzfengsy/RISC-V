[./design.v]
`timescale 1ns / 1ps
module controller
	#(
	parameter PORT_COUNT = 2,
	parameter DATA_WIDTH_BYTE = 4 * 4,
	parameter ADDR_WIDTH_BYTE = 4
	)
	(
	CLK, RST,
	send_flag, send_data, send_length,
	recv_flag, recv_data, recv_length,
	sendable, receivable,
	rw_flag_,		 
	addr_, 
	read_data_, write_data_, write_mask_,
	busy, done
    );
    localparam DATA_WIDTH = 	8 * DATA_WIDTH_BYTE;
    localparam ADDR_WIDTH = 	8 * ADDR_WIDTH_BYTE;
    localparam LENGTH_WIDTH = 	((DATA_WIDTH_BYTE <= 0)		? -1 : 
	(DATA_WIDTH_BYTE == 1)		? 0 : 
	(DATA_WIDTH_BYTE <= 2) 		? 1 : 
	(DATA_WIDTH_BYTE <= 4) 		? 2 : 
	(DATA_WIDTH_BYTE <= 8) 		? 3 : 
	(DATA_WIDTH_BYTE <= 16) 		? 4 : 
	(DATA_WIDTH_BYTE <= 32)		? 5 : 
	(DATA_WIDTH_BYTE <= 64)		? 6 : 
	(DATA_WIDTH_BYTE <= 128)		? 7 : 
	(DATA_WIDTH_BYTE <= 256)		? 8 : 
	(DATA_WIDTH_BYTE <= 512)		? 9 : 
	(DATA_WIDTH_BYTE <= 1024)		? 10 : 
	(DATA_WIDTH_BYTE <= 2048)		? 11 : 
	(DATA_WIDTH_BYTE <= 4096)		? 12 : 
	(DATA_WIDTH_BYTE <= 8192)		? 13 : 
	(DATA_WIDTH_BYTE <= 16384)	? 14 : 
	(DATA_WIDTH_BYTE <= 32768)	? 15 : 
	(DATA_WIDTH_BYTE <= 65536)	? 16 : 
	(DATA_WIDTH_BYTE <= 131072)	? 17 : 
	(DATA_WIDTH_BYTE <= 262144)	? 18 : 
	(DATA_WIDTH_BYTE <= 524288)	? 19 : 
	(DATA_WIDTH_BYTE <= 1048576)	? 20 : -1) + 1;
    localparam PORT_COUNT_BIT = ((PORT_COUNT <= 0)		? -1 : 
	(PORT_COUNT == 1)		? 0 : 
	(PORT_COUNT <= 2) 		? 1 : 
	(PORT_COUNT <= 4) 		? 2 : 
	(PORT_COUNT <= 8) 		? 3 : 
	(PORT_COUNT <= 16) 		? 4 : 
	(PORT_COUNT <= 32)		? 5 : 
	(PORT_COUNT <= 64)		? 6 : 
	(PORT_COUNT <= 128)		? 7 : 
	(PORT_COUNT <= 256)		? 8 : 
	(PORT_COUNT <= 512)		? 9 : 
	(PORT_COUNT <= 1024)		? 10 : 
	(PORT_COUNT <= 2048)		? 11 : 
	(PORT_COUNT <= 4096)		? 12 : 
	(PORT_COUNT <= 8192)		? 13 : 
	(PORT_COUNT <= 16384)	? 14 : 
	(PORT_COUNT <= 32768)	? 15 : 
	(PORT_COUNT <= 65536)	? 16 : 
	(PORT_COUNT <= 131072)	? 17 : 
	(PORT_COUNT <= 262144)	? 18 : 
	(PORT_COUNT <= 524288)	? 19 : 
	(PORT_COUNT <= 1048576)	? 20 : -1);
    localparam SEND_BYTE = 		DATA_WIDTH_BYTE + ADDR_WIDTH_BYTE + DATA_WIDTH_BYTE / 8 + 1;
	input CLK, RST;
	output reg send_flag;
	output reg [SEND_BYTE*8-1:0] send_data;
	output reg [4:0] send_length;
	output reg recv_flag;
	input [SEND_BYTE*8-1:0] recv_data;
	input [4:0] recv_length;
	input sendable, receivable;
	input [PORT_COUNT*2-1:0] 					rw_flag_;
	input [PORT_COUNT * ADDR_WIDTH-1:0] 		addr_;
	output wire [PORT_COUNT * DATA_WIDTH-1:0]   read_data_;
	input [PORT_COUNT * DATA_WIDTH-1:0] 		write_data_;
	input [PORT_COUNT * DATA_WIDTH_BYTE-1:0]    write_mask_;
	output reg [PORT_COUNT-1:0]					busy;
	output reg [PORT_COUNT-1:0] 				done;
	wire [1:0] 					rw_flag[PORT_COUNT-1:0];
	wire [ADDR_WIDTH-1:0] 		addr[PORT_COUNT-1:0];
	reg [DATA_WIDTH-1:0] 		read_data[PORT_COUNT-1:0];
	wire [DATA_WIDTH-1:0] 		write_data[PORT_COUNT-1:0];
	wire [DATA_WIDTH_BYTE-1:0]	write_mask[PORT_COUNT-1:0];
	genvar j;
	generate
		for(j=0; j<PORT_COUNT; j=j+1) begin
			assign rw_flag[j] 		= rw_flag_[(j+1)*2-1:j*2];
			assign addr[j] 			= addr_[(j+1)*ADDR_WIDTH-1:j*ADDR_WIDTH];
			assign read_data_[(j+1)*DATA_WIDTH-1:j*DATA_WIDTH] = read_data[j];
			assign write_data[j] 	= write_data_[(j+1)*DATA_WIDTH-1:j*DATA_WIDTH];
			assign write_mask[j]	= write_mask_[(j+1)*DATA_WIDTH_BYTE-1:j*DATA_WIDTH_BYTE];
		end
	endgenerate
	localparam NO_PORT = (1 << (PORT_COUNT_BIT + 1)) - 1;
	wire [PORT_COUNT_BIT:0] wait_port;
	reg [PORT_COUNT_BIT:0] serv_port;
	reg [1:0] 					pending_flag[PORT_COUNT-1:0];
	reg [ADDR_WIDTH-1:0] 		pending_addr[PORT_COUNT-1:0];
	reg [DATA_WIDTH-1:0]		pending_write_data[PORT_COUNT-1:0];
	reg [DATA_WIDTH_BYTE-1:0]	pending_write_mask[PORT_COUNT-1:0];
	localparam STATE_IDLE = 0;
	localparam STATE_WAIT_FOR_RECV = 1;
	reg state;
	wire [PORT_COUNT_BIT:0] wait_port_tmp[PORT_COUNT-1:0];
	assign wait_port = wait_port_tmp[PORT_COUNT-1];
	generate
		assign wait_port_tmp[0] = (rw_flag[0] == 0 && pending_flag[0] == 0) ? NO_PORT : 0;
		for(j=1; j<PORT_COUNT; j=j+1) begin
			assign wait_port_tmp[j] = (wait_port_tmp[j-1] != NO_PORT || (rw_flag[j] == 0 && pending_flag[j] == 0)) ? wait_port_tmp[j-1] : j;
		end
	endgenerate
	task set_pending;
		input [PORT_COUNT_BIT:0] port_id;
		begin
			if(rw_flag[port_id] != 0 && busy[port_id] == 0) begin
				pending_flag[port_id] <= rw_flag[port_id];
				pending_addr[port_id] <= addr[port_id];
				pending_write_data[port_id] <= write_data[port_id];
				pending_write_mask[port_id] <= write_mask[port_id];
				busy[port_id] <= 1;
			end
		end
	endtask
	task send_request;
		input [1:0] 				in_flag;
		input [ADDR_WIDTH-1:0] 		in_addr;
		input [DATA_WIDTH-1:0] 		in_write_data;
		input [DATA_WIDTH_BYTE-1:0]	in_write_mask;
		begin
			if(in_flag == 1) begin
				send_data <= {1'b0, in_addr};
				send_length <= ADDR_WIDTH_BYTE + 1;
				send_flag <= 1;
			end else if(in_flag == 2) begin
				send_data <= {1'b1, in_write_mask, in_addr, in_write_data};
				send_length <= SEND_BYTE;
				send_flag <= 1;
			end
		end
	endtask
	integer i;
	always @(posedge CLK or posedge RST) begin
		send_flag <= 0;
		recv_flag <= 0;
		done <= 0;
		if(RST) begin
			state <= STATE_IDLE;
			send_data <= 0;
			send_length <= 0;
			serv_port <= NO_PORT;
			busy <= 0;
			for(i=0; i<PORT_COUNT; i=i+1) begin
				read_data[i] <= 0;
				pending_flag[i] <= 0;
				pending_addr[i] <= 0;
				pending_write_data[i] <= 0;
				pending_write_mask[i] <= 0;
			end
		end else begin
			if(state != STATE_IDLE) begin
				for(i=0; i<PORT_COUNT; i=i+1)
					set_pending(i);
			end
			case(state)
			STATE_IDLE: begin
				for(i=0; i<PORT_COUNT; i=i+1)
					if(i != wait_port)
						set_pending(i);
				if(wait_port != NO_PORT) begin
					if(sendable) begin
						if(pending_flag[wait_port] != 0) begin
							send_request(pending_flag[wait_port], pending_addr[wait_port], pending_write_data[wait_port], pending_write_mask[wait_port]);
							if(pending_flag[wait_port] == 2) begin
								pending_flag[wait_port] <= 0;
								busy[wait_port] <= 0;
								done[wait_port] <= 1;
							end else begin
								serv_port <= wait_port;
								busy[wait_port] <= 1;
								state <= STATE_WAIT_FOR_RECV;
							end
						end else begin
							send_request(rw_flag[wait_port], addr[wait_port], write_data[wait_port], write_mask[wait_port]);
							if(rw_flag[wait_port] == 2) begin
								busy[wait_port] <= 0;
								done[wait_port] <= 1;
							end else begin
								serv_port <= wait_port;
								busy[wait_port] <= 1;
								state <= STATE_WAIT_FOR_RECV;
							end
						end
					end else begin
						if(rw_flag[wait_port] != 0)
							set_pending(wait_port);
					end
				end
			end
			STATE_WAIT_FOR_RECV: begin
				if(receivable) begin
					recv_flag <= 1;
					read_data[serv_port] <= recv_data[DATA_WIDTH-1:0];
					done[serv_port] <= 1;
					busy[serv_port] <= 0;
					pending_flag[serv_port] <= 0;
					serv_port <= NO_PORT;
					state <= STATE_IDLE;
				end
			end
			endcase
		end
	end
endmodule
[./run.sh]
#!/bin/bash
# OpenROAD 26Q1-2900-gdf79404cd8, Yosys 0.63+post, stock flow scripts
make -C /OpenROAD-flow-scripts/flow DESIGN_CONFIG=/design/flow/config.mk WORK_HOME=/design/flow/orfs finish
[./config.mk]
export PLATFORM = sky130hd
export DESIGN_NAME = controller
export DESIGN_NICKNAME = controller
export VERILOG_FILES = /design/flow/design.v
export SDC_FILE = /design/flow/constraint.sdc
export NUM_CORES = 4
export LEC_CHECK = 1
export CORE_AREA = 10 10 540 540
export DIE_AREA = 0 0 550 550
[./constraint.sdc]
current_design controller

set clk_period 32.1
set clk_io_pct 0.2

create_clock -name clk0 -period $clk_period [get_ports {CLK}]

set non_clock_inputs [all_inputs -no_clocks]
set_input_delay [expr $clk_period * $clk_io_pct] -clock clk0 $non_clock_inputs
set_output_delay [expr $clk_period * $clk_io_pct] -clock clk0 [all_outputs]
==> job_summary.md <==
### Yosys + OpenROAD results

| Metric | Value |
|---|---|
| Outcome | finished, final reports clean |
| Maximum number of pins on one net before global-route repair | 106 |
| Sequential element share of the synthesized area | 55.6% |
| Routed Wire Length | 169 mm |
| Placed Cells | 7250 |
| HP Class | flip-flop to flip-flop |
| Floorplan Core Area | 0.279 mm2 |
| GRT Total Usage | 11.0% |
| Non-filler instance count after layout | 7451 |
| Fin. Hold Viols | 0 |
| Slowest CP cell | sky130_fd_sc_hd__o221a_4 |
| Count of cells resized by post-cts repair | 0 |
| First-pass DRT Iterations | 5 |
| Clock input transition at the sequential cells of the worst setup and hold paths | 0.06 ns |
| Normalized max-slew margin | 42.0% |
| Number of rows created at floorplan | 194 |
| Highest cell delay on the worst timing path | 0.72 ns |
| Total half-perimeter wirelength after legalization and detailed placement | 134 mm |
| CP Class | primary input to flip-flop |
| Arr. time, crit path | about 12 ns |
| Clock latency on the worst-skew pair | between 0.7 and 0.8 ns |
| Netlist Area Pre-Place | ~0.036 mm2 |
| Die Footprint | 0.303 mm2 |
| Leakage power | about 0.022 uW |
| RSZ-0062 raised after global routing | no |
| Clock Skews | 0.0339 ns |
| Clock Tree Buf Depth | 4 |
| Number of inserted filler cells in the final layout | 29971 |
| Floorplan die height | about 550 um |
| Combinational Area | 0.0149 mm2 |
| Gate count of the mapped netlist | 2751 |
| Transition time at the pin with the least slew margin | 0.869 ns |
| Post-CTS setup repair buffer count | 0 |
| Routability-driven placement congestion ratio | between 0.8 and 0.9 |
| Count of input and output buffers | 930 |
| Top cell type by instance count after synthesis | sky130_fd_sc_hd__dfrtp_1 |
| Clock period minus final worst setup slack | 11.19 ns |
| Area delta synth->final | 46.5% |
| Max Fanout on Critical Path | 61 |
| Vias per cell | approximately 3.6 |
| Achievable clock frequency | 89.3 MHz |
| Count of library flops with an enable pin | 0 |
| Number of antenna violations at the first check in global routing | 125 |
| Commonest cells in the netlist | sky130_fd_sc_hd__dfrtp_1, sky130_fd_sc_hd__nand2_1, sky130_fd_sc_hd__mux2_2 |
| Finished Core Util | 18.9% |
| Number of buffers inserted for hold repair after clock tree synthesis | 0 |
| Fraction of synthesized cell area taken by the top area cell type | between 50% and 60% |
| Die W | approximately 550 um |
| Mapped Avg Cell Area | 13.1 um2 |
| Yosys stat cell total | 2751 |
| Floorplan Utilization | 12.9% |
| Total of warnings raised by yosys | 6 |
| Cell with the most instances on the worst path | sky130_fd_sc_hd__buf_4 |
| Area taken by flip-flops and latches | 0.0200 mm2 |
| Largest cells by area after synthesis | sky130_fd_sc_hd__dfrtp_1, sky130_fd_sc_hd__mux2_2, sky130_fd_sc_hd__mux2i_1 |
| Total number of vias | around 27000 |
| Tally of max-capacitance violations | 0 |
| Count of endpoints failing setup in the final report | 0 |
| Clock tree from TritonCTS | yes |
| Initial DRC Count | about 1500 |
| Wire length per cell after detailed routing | approximately 23 um |
| Antenna-violating nets left | 0 |
| Setup TNS | 0 ns |
| Cell type with the highest aggregate area in the netlist | sky130_fd_sc_hd__dfrtp_1 |
| Fraction of registers with async set or reset after synthesis | 100% |
| Clk sink count | 799 |
| Distinct cells, synth | 51 |
| Overall overflow remaining after global route | 0 |
| Critical Path End Type | flip-flop |
| Pwr per Cell Area | 94.7 mW/mm2 |
| Total CTS buffers | 98 |
| Final period utilization | 34.9% |
| Number of slew-limit violations in the final report | 0 |
| Layout cells sized above 1 | 19.0% |
| Critical Path Start Type | primary input |
| CTS Root Cell | sky130_fd_sc_hd__clkbuf_16 |
| Num ports | 1000 |
| Setup slack, reg-to-reg | around 27 ns |
| Worst endpoint required time | 32.77 ns |
| Most used DFF post-synth | sky130_fd_sc_hd__dfrtp_1 |
| H-tree levels | 3 |
| Count of unresolved DRC violations after routing | 0 |
| Largest voltage drop on the vdd net | 0.0000580 V |
| Global-route wire length before repair | roughly 230 mm |
| Tool warning count | 95 |
| Via count of the first global-routing pass | 28175 |
| Area reported by Yosys stat | about 0.036 mm2 |
| Post-synth regs | 799 |
| Critical path cell sequence | clkdlybuf4s50_1 -> nor4_4 -> a21oi_1 -> inv_1 -> ha_1 -> nand2b_4 -> o221a_4 -> buf_4 -> buf_4 -> buf_4 -> o221ai_1 -> o21a_1 |
## layer usage
| layer | track usage (%) | share of wire (%) | vias up |
|---|---|---|---|
| li1 | - | - | 11814 |
| met1 | 14.5 | 42 | 13730 |
| met2 | 16.4 | 43 | 1093 |
| met4 | 3.09 | 3.5 | 66 |
| met5 | 0 | 0.25 | - |
| met3 | 4.91 | 11 | 350 |
## power by group
part	internal, uW	total, uW	leakage (uW)	switching [uW]
registers	1520	1820	0.00946	294
logic	1180	2050	0.0114	871
clock network	665	1120	0.00159	456
total	3370	4990	0.0224	1620
## critical path, delay by kind of cell
family	cells	cell delay (ns)
buffers and inverters	5	2.41
AOI/OAI and AO/OA	4	1.50
and+or+nand+nor	2	1.28
adders and majority gates	1	0.15
## layout make-up
| type | instances | share of cell area [%] |
|---|---|---|
| multi-input combinational | 1722 | 28.2 |
| clock inverter | 33 | 0.781 |
| sequential | 799 | 37.9 |
| timing repair buffer | 990 | 18.6 |
| clock buffer | 134 | 5.31 |
| antenna | 34 | 0.161 |
| inverter | 15 | 0.121 |
| tap | 3724 | 8.84 |
## flip-flops by register name, indices dropped and copies added (netlist names)
register and cells:
busy 2, read_data 256, serv_port 2, send_data 176
state 1, pending_write_mask 32, pending_write_data 256, pending_addr 64
done 2, send_length 2, recv_flag 1, pending_flag 4
send_flag 1
## placed cells by master (no fill, tap or decap), types with 7 or more instances in the layout
cell type                         netlist  final
sky130_fd_sc_hd__clkdlybuf4s50_1        0    930
sky130_fd_sc_hd__dfrtp_1              797    797
sky130_fd_sc_hd__nand2_1              427    425
sky130_fd_sc_hd__mux2_2               342    342
sky130_fd_sc_hd__mux2i_1              323    323
sky130_fd_sc_hd__o221ai_1             161    161
sky130_fd_sc_hd__o21a_1               144    144
sky130_fd_sc_hd__mux2_4               100    100
sky130_fd_sc_hd__clkbuf_16              0     98
sky130_fd_sc_hd__buf_4                 13     57
sky130_fd_sc_hd__mux2_1                40     40
sky130_fd_sc_hd__diode_2                0     34
sky130_fd_sc_hd__mux4_2                30     30
sky130_fd_sc_hd__nor2_1                24     23
sky130_fd_sc_hd__clkbuf_8               0     21
sky130_fd_sc_hd__a31oi_1               20     20
sky130_fd_sc_hd__o22ai_1               20     20
sky130_fd_sc_hd__o22a_1                17     17
sky130_fd_sc_hd__clkinv_2               0     15
sky130_fd_sc_hd__clkbuf_1              84     15
sky130_fd_sc_hd__inv_1                 14     13
sky130_fd_sc_hd__a21oi_1                8      8
sky130_fd_sc_hd__o21ai_0                8      8
sky130_fd_sc_hd__conb_1                 1      8
sky130_fd_sc_hd__bufinv_16              0      7
## stage by stage
step / cell area, um2 / total power [uW] / worst slack, ns / hold WS, ns
4_1_cts: 52600 / 5080 / 20.93 / 0.477
2_1_floorplan: 36000 / 2810 / 3.25 / 0.421
6_report: 52700 / 4990 / 20.91 / 0.474
3_3_place_gp: 49400 / 3880 / 20.05 / 0.461
3_5_place_dp: 49400 / 3920 / 20.09 / 0.462
5_1_grt: 52600 / 5310 / 20.56 / 0.500
## final timing paths
check	from	endpoint	cells past startpoint
worst max-delay path	rw_flag_[1]	send_data[62]$_DFFE_PP0P_	12
worst min-delay path	read_data[0][85]$_DFFE_PP0P_	read_data[0][85]$_DFFE_PP0P_	2
worst max register to register	pending_flag[0][0]$_DFF_PP0_	send_data[62]$_DFFE_PP0P_	11
worst min register to register	read_data[0][85]$_DFFE_PP0P_	read_data[0][85]$_DFFE_PP0P_	2
max in group asynchronous	RST	pending_write_data[1][8]$_DFF_PP0_	8
min in group asynchronous	RST	read_data[0][116]$_DFFE_PP0P_	2
## logic make-up after synthesis
logic type                 after synthesis  synth area share, %
AOI/OAI and AO/OA                      398                 8.74
muxes                                  835                 27.0
buffers and inverters                  237                 3.26
adders and majority gates                7                0.244
other                                    1               0.0104
and+or+nand+nor                        474                 5.13
DFF                                    799                 55.6
Power figures rest on the tool's default switching activity, not on a simulated workload.
